## flow/run.sh

```bash
#!/bin/bash
# OpenROAD 26Q1-2900-gdf79404cd8, Yosys 0.63+post, stock flow scripts
make -C /OpenROAD-flow-scripts/flow DESIGN_CONFIG=/design/flow/config.mk WORK_HOME=/design/flow/orfs finish
```

## flow/config.mk

```make
export PLATFORM = sky130hd
export DESIGN_NAME = regfile
export DESIGN_NICKNAME = regfile
export VERILOG_FILES = /design/flow/design.v
export SDC_FILE = /design/flow/constraint.sdc
export NUM_CORES = 4
export LEC_CHECK = 1
export CORE_UTILIZATION = 40
```

## flow/constraint.sdc

```tcl
current_design regfile

set clk_period 10.0
set clk_io_pct 0.2

create_clock -name clk0 -period $clk_period [get_ports {clk}]

set non_clock_inputs [all_inputs -no_clocks]
set_input_delay [expr $clk_period * $clk_io_pct] -clock clk0 $non_clock_inputs
set_output_delay [expr $clk_period * $clk_io_pct] -clock clk0 [all_outputs]
```

## flow/design.v

```verilog
parameter LUI = 7'b0110111;
parameter AUIPC = 7'b0010111;
parameter JAL = 7'b1101111;
parameter JALR = 7'b1100111;
parameter BXX = 7'b1100011;
parameter LXX = 7'b0000011;
parameter SXX = 7'b0100011;
parameter IXX = 7'b0010011;
parameter RXX = 7'b0110011;
parameter SLL   = 6'd1;
parameter ADD   = 6'd0;
parameter SLT   = 6'd2;
parameter SLTU  = 6'd3;
parameter XOR   = 6'd4;
parameter SRL   = 6'd5;
parameter OR    = 6'd6;
parameter AND   = 6'd7;
parameter SRA   = 6'd8;
parameter SUB   = 6'd9;
module regfile ( input reset,
                 input [4:0] rs1,      
                 input [4:0] rs2,      
                 input [4:0] rd,       
                 input we,             
                 input [31:0] wdata,   
                 output [31:0] rv1,    
                 output [31:0] rv2,    
                 input clk             
               );
    reg [31:0] internalRegisters [0:31];
    reg [31:0] rv1_r, rv2_r;
    integer i;
     initial begin
         for (i=0;i<32;i=i+1)
             internalRegisters[i] = 32'b0;
     end
    always @(posedge clk) begin
            if (we == 1'b1) begin
                if(rd == 5'd0)
                    internalRegisters[rd] <= 32'd0;
                else
                    internalRegisters[rd] <= wdata;
            end
    end
    assign rv1 = internalRegisters[rs1];
    assign rv2 = internalRegisters[rs2];
endmodule
```

==> results.ini <==
[status]
status = finished clean

[drt]
vias_per_cell = 5.91
wl_um = 154000
first_pass_iters = 7
drtIter0Drc = 2089
drtAntennaViolNets = 0
vias = 30900
drcViolationCount = 0
wl_per_cell_um = 29.4

[critical_path]
cp_top_family = buffers and inverters
cp-start-kind = input pin
path_buffers = 4
cp_data_arrival_time_ns = 5.48
slowest_stage = buf_4
cp_common_cell = clkdlybuf4s50_1
crit_path_max_fanout = 56
critPathRequiredTime_ns = 8.00
end_kind = primary output
slowest_delay_ns = 0.63
crit_type = input pin to primary output
path_cells = clkdlybuf4s50_1, nor2_4, buf_12, buf_4, a22o_1, nor3_1, a31oi_1, nand3_1, clkdlybuf4s50_1

[cts]
clkTransAtPathRegs_ns = 0.06
cts_tree = yes
cts_made_buffers = 106
cts_resized = 0
cts_sinks = 1024
cts_hold_buf = 0
root_buffer = clkbuf_16
post_cts_buffers = 0
clock_path_buffers = 3
cts_max_level = 3

[timing]
finalSetupViolCount = 0
fin_crit_sh = 0.748
hold_viol_final = 0
fin_crit_ns = 7.48
setup_tns_ns = 0
max-slew-margin-rel = 0.393
worst_pin_slew_ns = 0.909
drv_slew = 0
fmax_mhz = 134
rsz0062_at_grt = no

[placement]
dp.cells = 5033
portBuffers = 112
gp_congestion = 0.880
hpwl_um = 85100

[floorplanning]
die_x_um = 352
rows = 128
die_area_um2 = 124000
core_um2 = 122000
ioPinCount = 114
fp-utilization = 0.403
fp.dieH_um = 352

[global_route]
grt_usage = 0.265
grt_pass1_wl_um = 219000
grt-ovfl-total = 0
grt_max_degree = 91
grt_pass1_vias = 32000
antenna_found_initial = 4

[yosys]
syn_area_um2 = 49000
ys_cells = 3421
yosys_register_bits = 1024
ys_warn_count = 1
synthCells = 3421
ys_seq_frac = 0.627
avgSynthCellArea_um2 = 14.3
yosysChipArea_um2 = 49000
ys_types = 24

[power_and_ir_drop]
power.leakage_nw = 19.1
switching_share = 0.233
switchingPower_mw = 2.20
power_frac_seq = 0.508
clockPowerShare = 0.403
power.internal_mw = 7.25
power_density_nw_per_um2 = 171
p_comb_frac = 0.089
ir_drop_uv = 142

[min_path]
min_path_type = input pin to flip-flop

[layout]
top_regs = internalRegisters x1024
largest_reg_flops = 1024
fill_cells = 10600
regMostFlops = internalRegisters
final_cells = 5231
layout-drive-gt1-share = 0.0910
syn_to_final_growth_pct = 12.9

[flow_run]
warnings = 27
max-cap-violations = 0

==> worst paths after layout <==
kind | startpoint | endpoint | slack, ns | cells after the start
worst max-delay path | rs1[0] | rv1[5] | 2.52 | 9
worst min-delay path | wdata[0] | internalRegisters[22][0] | 2.25 | 3
==> final cells by class <==
class	count	area, um2	share of cell area
clock buffers	131	2810	0.0508
flip-flops and latches	1024	30700	0.556
clock inverters	65	512	0.00925
multi-input cells	2141	17000	0.307
repair buffers	243	2240	0.0405
well taps	1625	2030	0.0367
diodes	2	5.00	0.0000904
==> routing by layer <==
metal  share of wire  track usage  vias to the layer above
met5         0.00028            0                        -
met4           0.041       0.0817                        6
met3            0.14        0.162                      324
met2            0.47        0.404                     1596
met1            0.34        0.319                    15300
li1                -            -                    13700
==> cells in the final DEF (no fill, tap or decap), types with 3 or more instances in the layout <==
cell,Yosys,layout
and2_1,34,32
edfxtp_1,1024,1024
mux2i_1,1024,1024
clkinv_1,0,33
buf_4,57,121
nand3b_1,5,5
bufinv_16,0,7
clkdlybuf4s50_1,0,110
nand2_1,194,192
clkinv_2,0,17
clkbuf_1,79,22
a21oi_1,192,192
a22oi_1,192,192
or3b_2,4,4
nand2b_2,0,4
nor2_4,0,34
a31oi_1,64,64
nor2b_4,0,4
buf_12,0,10
clkbuf_16,0,109
clkinvlp_4,0,3
nand3_1,194,194
a22o_1,128,128
nor3_1,64,64
==> through the flow <==
step | total power [mW] | setup slack [ns] | hold slack (ns) | cell area, um2 | util
2_1_floorplan | 5.38 | 4.95 | 2.53 | 49000 | -
3_3_place_gp | 5.72 | 2.54 | 2.94 | 52000 | 0.427
3_5_place_dp | 5.73 | 2.53 | 2.94 | 52000 | 0.427
4_1_cts | 9.50 | 2.52 | 2.22 | 55300 | 0.455
5_1_grt | 9.72 | 2.49 | 2.27 | 55300 | 0.455
6_report | 9.45 | 2.52 | 2.25 | 55300 | 0.455
==> power by group through the flow <==
stage | clock network, mW | registers (mW) | logic (mW)
6_report | 3.81 | 4.80 | 0.842
5_1_grt | 4.02 | 4.80 | 0.893
4_1_cts | 3.86 | 4.80 | 0.838
==> tightest hold or removal path, stage by stage <==
cell,delay (ns)
clkdlybuf4s50_1,0.39
and2_1,0.13
buf_4,0.22
==> synthesized netlist by cell type <==
cell type  number  share of area
o31a_1          1        0.00018
a22o_1        128          0.023
or3_4           1        0.00023
buf_1          11        0.00084
buf_6          40         0.0092
nor2b_1         4        0.00051
mux2i_1      1024           0.21
clkbuf_1       79         0.0061
a31oi_1        64         0.0082
or3b_2          4        0.00071
nand2_1       194          0.015
buf_2          65         0.0066
edfxtp_1     1024           0.63
nand3_1       194          0.020
nand3b_1        5        0.00077
and2_1         34         0.0043
clkbuf_4        4        0.00061
a21oi_1       192          0.020
buf_4          57         0.0087
or2_2           2        0.00026
a22oi_1       192          0.029
nand2b_1        4        0.00051
nor2_1         34         0.0026
nor3_1         64         0.0065
==> cells by family (layout without fill, tap and decap cells) <==
logic type,count (synthesis),in the layout,synth area share
compound gates,577,577,0.0802
buf+inv,256,439,0.0321
flops,1024,1024,0.627
mux,1024,1024,0.209
other cells,0,2,0
simple gates,540,540,0.0511
No activity file was given, so power comes from the tool's default toggle rates.
