==> design/flow/run.sh <==
#!/bin/bash
# OpenROAD 26Q1-2900-gdf79404cd8, Yosys 0.63+post, stock flow scripts
make -C /OpenROAD-flow-scripts/flow DESIGN_CONFIG=/design/flow/config.mk WORK_HOME=/design/flow/orfs finish
==> design/flow/config.mk <==
export PLATFORM = sky130hd
export DESIGN_NAME = control
export DESIGN_NICKNAME = control
export VERILOG_FILES = /design/flow/design.v
export SDC_FILE = /design/flow/constraint.sdc
export NUM_CORES = 4
export LEC_CHECK = 1
export CORE_AREA = 10 10 70 70
export DIE_AREA = 0 0 80 80
==> design/flow/constraint.sdc <==
current_design control

set clk_period 2.7
set clk_io_pct 0.2

create_clock -name clk0 -period $clk_period

set non_clock_inputs [all_inputs -no_clocks]
set_input_delay [expr $clk_period * $clk_io_pct] -clock clk0 $non_clock_inputs
set_output_delay [expr $clk_period * $clk_io_pct] -clock clk0 [all_outputs]
==> design/flow/design.v <==
parameter LUI = 7'b0110111;
parameter AUIPC = 7'b0010111;
parameter JAL = 7'b1101111;
parameter JALR = 7'b1100111;
parameter BXX = 7'b1100011;
parameter LXX = 7'b0000011;
parameter SXX = 7'b0100011;
parameter IXX = 7'b0010011;
parameter RXX = 7'b0110011;
parameter SLL   = 6'd1;
parameter ADD   = 6'd0;
parameter SLT   = 6'd2;
parameter SLTU  = 6'd3;
parameter XOR   = 6'd4;
parameter SRL   = 6'd5;
parameter OR    = 6'd6;
parameter AND   = 6'd7;
parameter SRA   = 6'd8;
parameter SUB   = 6'd9;
module control ( input [31:0] idata,     
                 input reset,            
                 output branch,          
                 output jump,            
                 output dMEMToReg,       
                 output [5:0] aluOp,     
                 output [4:0] rs1,       
                 output [4:0] rs2,       
                 output [4:0] rd,        
                 output regOrImm,        
                 output regWrite         
               );
    reg dMEMToReg_r, regOrImm_r, regWrite_r, branch_r, jump_r;
    reg [5:0] aluOp_r;
    reg [4:0] rs1_r, rs2_r, rd_r;
    always @(idata) begin
        case(idata[6:0])
            LUI,
            AUIPC: begin
                branch_r = 1'b0;
                jump_r = 1'b0;
                dMEMToReg_r = 1'b0;
                aluOp_r = 6'd0;
                rs1_r = 5'd0;
                rs2_r = 5'd0;
                rd_r = idata[11:7];
                regOrImm_r = 1'b1;
                regWrite_r = 1'b1;
            end
            JAL: begin
                branch_r = 1'b0;
                jump_r = 1'b1;
                dMEMToReg_r = 1'b0;
                aluOp_r = 6'd0;
                rs1_r = 5'd0;
                rs2_r = 5'd0;
                rd_r = idata[11:7];
                regOrImm_r = 1'b0;
                regWrite_r = 1'b1;
            end
            JALR: begin
                branch_r = 1'b0;
                jump_r = 1'b1;
                dMEMToReg_r = 1'b0;
                aluOp_r = 6'd0;
                rs1_r = idata[19:15];
                rs2_r = 5'd0;
                rd_r = idata[11:7];
                regOrImm_r = 1'b0;
                regWrite_r = 1'b1;
            end
            BXX: begin
                branch_r = 1'b1;
                jump_r = 1'b0;
                dMEMToReg_r = 1'b0;
                case(idata[14:12])
                    3'd0:    
                        aluOp_r = 6'd9;
                    3'd1:    
                        aluOp_r = 6'd9;
                    3'd4:    
                        aluOp_r = 6'd2;
                    3'd5:    
                        aluOp_r = 6'd2;
                    3'd6:    
                        aluOp_r = 6'd3;
                    3'd7:    
                        aluOp_r = 6'd3;
                    default:
                        aluOp_r = 6'd15;
                endcase
                rs1_r = idata[19:15];
                rs2_r = idata[24:20];
                rd_r = 5'd0;
                regOrImm_r = 1'b0;
                regWrite_r = 1'b0;
            end
            LXX: begin
                branch_r = 1'b0;
                jump_r = 1'b0;
                dMEMToReg_r = 1'b1;
                aluOp_r = 6'd0;
                rs1_r = idata[19:15];
                rs2_r = 5'd0;
                rd_r = idata[11:7];
                regOrImm_r = 1'b1;
                regWrite_r = 1'b1;
            end
            SXX: begin
                branch_r = 1'b0;
                jump_r = 1'b0;
                dMEMToReg_r = 1'b0;
                aluOp_r = 6'd0;
                rs1_r = idata[19:15];
                rs2_r = idata[24:20];
                rd_r = 5'd0;
                regOrImm_r = 1'b1;
                regWrite_r = 1'b0;
            end
            IXX: begin
                branch_r = 1'b0;
                jump_r = 1'b0;
                dMEMToReg_r = 1'b0;
                case (idata[14:12])
                    3'd0,    
                    3'd2,    
                    3'd3,    
                    3'd4,    
                    3'd6,    
                    3'd7:    
                        aluOp_r = {3'd0, idata[14:12]};
                    3'd1:    
                        aluOp_r = {3'd0, idata[14:12]};
                    3'd5:    
                        aluOp_r = (idata[30]) ? 6'd8:6'd5;
                    default:
                        aluOp_r = {3'd0, idata[14:12]};
                endcase
                rs1_r = idata[19:15];
                rs2_r = 5'd0;
                rd_r = idata[11:7];
                regOrImm_r = 1'b1;
                regWrite_r = 1'b1;
            end
            RXX: begin
                branch_r = 1'b0;
                jump_r = 1'b0;
                dMEMToReg_r = 1'b0;
                case(idata[14:12])
                    3'd1,    
                    3'd2,    
                    3'd3,    
                    3'd4,    
                    3'd6,    
                    3'd7:    
                        aluOp_r = {3'd0, idata[14:12]};
                    3'd0:    
                        aluOp_r = (idata[30]) ? 6'd9:6'd0;
                    3'd5:    
                        aluOp_r = (idata[30]) ? 6'd8:6'd5;
                    default:
                        aluOp_r = {3'd0, idata[14:12]};
                endcase
                rs1_r = idata[19:15];
                rs2_r = idata[24:20];
                rd_r = idata[11:7];
                regOrImm_r = 1'b0;
                regWrite_r = 1'b1;
            end
            default: begin  
                branch_r = 1'b0;
                jump_r = 1'b0;
                dMEMToReg_r = 1'b0;
                aluOp_r = 6'd0;
                rs1_r = 5'd0;
                rs2_r = 5'd0;
                rd_r = 5'd0;
                regOrImm_r = 1'b0;
                regWrite_r = 1'b0;
            end
        endcase
    end
    assign branch = ~reset & branch_r;
    assign jump = ~reset & jump_r;
    assign dMEMToReg = ~reset & dMEMToReg_r;
    assign aluOp = ~reset & aluOp_r;
    assign rs1 = ~reset & rs1_r;
    assign rs2 = ~reset & rs2_r;
    assign rd = ~reset & rd_r;
    assign regOrImm = ~reset & regOrImm_r;
    assign regWrite = ~reset & regWrite_r;
endmodule
==> impl_metrics.json <==
{
  "status": "completed",
  "maxCapViolations": 0,
  "power_density_mw_per_mm2": 90.34,
  "intPower_uw": 64.65,
  "crit_type": "in2out",
  "antenna_found_initial": 0,
  "track_usage": 0.05475,
  "fin_crit_sh": 0.9813,
  "dp_slack_ns": -0.1756,
  "ff_count": 0,
  "ir_worst_vdd_v": 0.00002771,
  "start_kind": "input port",
  "ctsHoldBuffers": 0,
  "synth.area.top_cells": "and2_1, nor3b_1, nand4bb_4, a211oi_2, a22oi_4",
  "arrival_ns": 2.11,
  "layout.cells.non_filler": 169,
  "switching_share": 0.3630,
  "drive_gt1_frac": 0.2358,
  "clock_power_share": 0,
  "fmax_mhz": 377.4,
  "yosysTopAreaCell": "and2_1",
  "post_dp_cell_area_mm2": 0.001089,
  "fp.dieH_um": 80,
  "vias": 676,
  "yosysSeqAreaShare": 0,
  "grt-ovfl-total": 0,
  "comb_power_share": 1.000,
  "postLayoutCoreUtil": 0.3289,
  "gp_congestion": 0.7635,
  "flop_area_um2": 0,
  "final.setup.worst_slack_ns": 0.05039,
  "vias_per_cell": 4.000,
  "hold_slack_ns": 1.649,
  "post_synth_num_cell_types": 33,
  "leakagePower_nw": 0.4377,
  "diodes": 0,
  "clkbuf_count": 0,
  "netlist.area_leader.share": 0.1194,
  "warning_count": 39,
  "avgSynthCellArea_um2": 7.354,
  "ys_area_um2": 419.2,
  "rows": 21,
  "grt_max_degree": 9,
  "yosysWarnings": 1,
  "die_area_mm2": 0.006400,
  "post-place-cells": 168,
  "hold_class": "in2out",
  "p_switching_uw": 36.85,
  "power_uw": 101.5,
  "dpl.hpwl_mm": 1.791,
  "drt-pass1-iter-count": 4,
  "ant_nets": 0,
  "power_frac_seq": 0,
  "synth_cells": 57,
  "grt_pass1_wl_mm": 2.911,
  "drcViolationCount": 0,
  "drt-initial-drc-count": 15,
  "syn-cell-area_um2": 419.2,
  "ys_cells": 57,
  "initial_core_util": 0.1227,
  "final.setup.tns_ns": 0,
  "finalInstanceArea_mm2": 0.001124,
  "fp.dieW_um": 80,
  "drv_slew": 0,
  "numPortBuffers": 51,
  "post_drt_wl_per_cell_um": 11.95,
  "syn_to_final_growth_pct": 168.1,
  "wirelength_mm": 2.019,
  "io_pins": 59,
  "fin_crit_ns": 2.650,
  "crit_fanout": 4,
  "coreArea_mm2": 0.003416,
  "worstPathRequired_ns": 2.16,
  "grt_pass1_vias": 647,
  "end_kind": "output pin",
  "hold_violations": 0,
  "setup_violations": 0
}
## worst max-delay path, stage by stage
cell and delay, ns:
clkdlybuf4s50_1 0.42, buf_4 0.15, and3b_2 0.23, o221ai_1 0.11, a21oi_1 0.17, clkdlybuf4s50_1 0.49
## power by group through the flow
| stage | logic (mW) | clock network [mW] | registers (mW) |
|---|---|---|---|
| 4_1_cts | 0.100 | 0 | 0 |
| 5_1_grt | 0.111 | 0 | 0 |
| 6_report | 0.102 | 0 | 0 |
## metal layers
metal  global-route usage  part of all wire
met1              0.07723              0.48
met2              0.06982              0.33
met3              0.03750              0.18
met4                    0                 0
met5                    0                 0
## Yosys cell counts (2+ instances only)
cell / n
nand2_1: 5
and3b_1: 2
and2_1: 8
nor2b_1: 2
a21oi_1: 3
nor2_1: 4
and3b_2: 2
a211oi_2: 2
nor3b_1: 4
buf_4: 2
## worst paths after layout
| check | from | to | slack, ns | cells past startpoint |
|---|---|---|---|---|
| worst min-delay path | idata[6] | aluOp[3] | 1.65 | 4 |
| worst max-delay path | idata[13] | aluOp[0] | 0.05 | 6 |
## cells in the final DEF, fill, tap and decap left out, types with 3 or more instances in the layout
master	instances
a21oi_1	3
and2_1	8
buf_4	16
clkdlybuf4s50_1	42
dlygate4sd2_1	6
nand2_1	5
nor2_1	4
nor3b_1	4
## logic make-up (layout without fill, tap and decap cells)
group / after synthesis / count (layout) / synth area share
other: 1 / 2 / 0.008947
AND-OR/OR-AND: 11 / 11 / 0.2298
buffers and inverters: 3 / 68 / 0.04476
AND/OR/NAND/NOR: 41 / 41 / 0.6926
multiplexers: 1 / 1 / 0.02388
## timing repair
action                                  CTS  global route
pin swaps                                 3             4
endpoints found under the setup margin   23            12
gates cloned                              0             0
gates resized                            11             7
buffers inserted                          1             0
## area by class of cell
cell class | count | area (um2)
fill | 369 | 2292
timing repair buffer | 67 | 623.1
multi-input combinational | 55 | 439.2
tap | 46 | 57.56
inverter | 1 | 3.754
No activity file was given, so power comes from the tool's default toggle rates.
