`./design.v`:
```
parameter LUI = 7'b0110111;
parameter AUIPC = 7'b0010111;
parameter JAL = 7'b1101111;
parameter JALR = 7'b1100111;
parameter BXX = 7'b1100011;
parameter LXX = 7'b0000011;
parameter SXX = 7'b0100011;
parameter IXX = 7'b0010011;
parameter RXX = 7'b0110011;
parameter SLL   = 6'd1;
parameter ADD   = 6'd0;
parameter SLT   = 6'd2;
parameter SLTU  = 6'd3;
parameter XOR   = 6'd4;
parameter SRL   = 6'd5;
parameter OR    = 6'd6;
parameter AND   = 6'd7;
parameter SRA   = 6'd8;
parameter SUB   = 6'd9;
module alu ( input [5:0] op,       
             input [31:0] rv1,     
             input [31:0] rv2,     
             output [31:0] rvout   
           );
    reg [31:0] rvout_r;
    always @(op, rv1, rv2) begin
        case(op)
            ADD:
                rvout_r = rv1 + rv2;
            SUB:
                rvout_r = rv1 - rv2;
            SLL:
                rvout_r = rv1 << rv2;
            SLT:
                rvout_r = $signed(rv1) < $signed(rv2);
            SLTU:
                rvout_r = rv1 < rv2;
            XOR:
                rvout_r = rv1 ^ rv2;
            SRL:
                rvout_r = rv1 >> rv2;
            SRA:
                rvout_r = $signed(rv1) >>> rv2;
            OR:
                rvout_r = rv1 | rv2;
            AND:
                rvout_r = rv1 & rv2;
            default:
                rvout_r = 32'b0;
        endcase
    end
    assign rvout = rvout_r;
endmodule
```
`./run.sh`:
```
#!/bin/bash
# OpenROAD 26Q1-2900-gdf79404cd8, Yosys 0.63+post, stock flow scripts
make -C /OpenROAD-flow-scripts/flow DESIGN_CONFIG=/design/flow/config.mk WORK_HOME=/design/flow/orfs finish
```
`./config.mk`:
```
export PLATFORM = sky130hd
export DESIGN_NAME = alu
export DESIGN_NICKNAME = alu
export VERILOG_FILES = /design/flow/design.v
export SDC_FILE = /design/flow/constraint.sdc
export NUM_CORES = 4
export LEC_CHECK = 1
export CORE_UTILIZATION = 40
```
`./constraint.sdc`:
```
current_design alu

set clk_period 16.6
set clk_io_pct 0.2

create_clock -name clk0 -period $clk_period

set non_clock_inputs [all_inputs -no_clocks]
set_input_delay [expr $clk_period * $clk_io_pct] -clock clk0 $non_clock_inputs
set_output_delay [expr $clk_period * $clk_io_pct] -clock clk0 [all_outputs]
```
==> flow_summary.toml <==
# flow metrics
[drt]
wirelength_mm = 49.1
detail_route.vias_per_cell = 6.79
drc = 0
routed_wirelength_normalized_by_instance_count_um = 27.7
antennaDiodeCount = 0
firstDrtPassIters = 5
num_vias = 12100
detail-route-antenna-nets = 0
drt_first_iter_violations = 1345

[synth]
synth_stat.cells = 1476
synthesis.yosys.warnings = 1
synth.yosys.chip_area_um2 = 9160
synthesis.instances = 1476
netlist.area_leader.share = 0.131
synth_unique_cells = 84
seq_area_frac_synth = 0
synth.avg_cell_area_um2 = 6.20
largest_area_cell = "ha_1"
ys_top_cells_by_area = "ha_1, a21oi_1, nor2_1"
syn_area_um2 = 9160

[worst_setup_path]
crit_arrival_ns = 8.15
cp.buffers_inverters = 4
endpoint_kind = "output pin"
crit_path_max_fanout = 32
timing.critical_path.cells = "clkdlybuf4s50_1 > buf_4 > inv_1 > ha_1 > nand4b_1 > a2111oi_2 > o41a_1 > a221o_1 > a41oi_2 > o41ai_2 > a21oi_1 > mux2i_1 > o21ai_1 > clkdlybuf4s50_1"
timing.critical_path.depth = 14
worst-endpoint-required_ns = 13.28
cpLargestDelayFamily = "AND-OR/OR-AND gates"
critPathMostFrequentCell = "clkdlybuf4s50_1"
timing.critical_path.slowest_cell_delay_ns = 0.59
critical_path.slowest_cell = "ha_1"
worstSetupStartpointType = "input port"
setup.worst_path.class = "in2out"

[final_timing]
setup_viol = 0
timing.final.crit_share = 0.691
number_of_pins_exceeding_their_max_slew_limit_in_the_final_report = 0
timing.slew.headroom = 0.413
setup-tns-final_ns = 0
post-route-min-period_ns = 11.47
worstMarginPinSlew_ns = 0.872
rsz0062_at_grt = "false"
clock.fmax_ghz = 0.0872
finalHoldViolations = 0

[cells_and_area]
final_area_um2 = 10300
layout.sequential_cells = 0
num-clock-buffers = 0
sequential_cell_area_um2 = 0
fillCellCount = 2409
final_layout_size_suffix_gt1_frac = 0.0628
areaGrowthSynthToFinish_pct = 12.3

[pwr]
netSwitchingPower_mw = 0.190
power.internal_mw = 0.109
leakagePower_nw = 4.13
p_clk_frac = 0
pwr_density_cell_nw_per_um2 = 29.1
seq_power_share = 0
worst_ir_drop_vdd_mv = 0.0226
power_frac_comb = 1.000
power.share.switching = 0.636

[run]
tool_warnings = 96
timing.max_cap.violations = 0

[min_path]
min_delay_path_depth = 5
timing.hold.worst.class = "in2out"
worst_min_delay_path_startpoint = "rv2[3]"
timing.hold.worst_endpoint = "rvout[24]"

[grt]
grt_first_pass_wirelength_mm = 71.4
global_route.overflow_total = 0
track_usage = 0.413
grt_start_max_net_pins = 75
via_count_of_the_first_global_routing_pass = 10800
initial_antenna_violation_count = 0

[die]
die_area_um2 = 23500
num_rows = 54
core_region_area_um2 = 22200
die_width_um = 153
ioPinCount = 102
floorplan.initialDensity = 0.413
die.size.y_um = 153

[clocking]
post-cts-setup-buffer-count = 0
post_cts_resize_count = 0
cts_hold_repair.buffers = 0

[place]
numPortBuffers = 102
dp_hpwl_mm = 38.9
detailed_place.area_um2 = 10300
routabilityCongestion = 1.10

[outcome]
result_of_the_run = "completed"
-- cell type report --
class / instances / area (um2) / area share
Tap cell: 280 / 350 / 0.0341
Multi-Input combinational cell: 1267 / 8350 / 0.812
Inverter: 96 / 360 / 0.0350
Timing Repair Buffer: 133 / 1230 / 0.119
-- cell usage in the layout (no fill, tap or decap), drive strengths merged, types with 5 or more instances in the layout --
master         count
nand2            106
a211oi            66
or4                5
o211ai            23
nand3             27
mux2i             44
o21a               8
a21o              27
clkdlybuf4s50     96
a211o             11
a21boi             7
o41ai              6
a22oi              9
mux2              17
a21oi            164
o31ai             11
o32ai              7
o2111ai            8
o22ai             17
o221ai             9
a31oi             26
xnor2             10
nor2             203
o21bai            11
mux4               8
nand4             10
a221oi            13
nor2b             11
nor4              14
nand2b            23
and2              17
buf               37
or3                8
nor3              38
ha                96
o21ai            144
inv               96
-- layer usage --
| metal | track usage | vias up | wire, um |
|---|---|---|---|
| met4 | 0.102 | 0 | 1360 |
| met1 | 0.621 | 5711 | 21900 |
| met2 | 0.596 | 748 | 20400 |
| met3 | 0.0855 | 72 | 5520 |
| met5 | 0 | - | 0 |
| li1 | - | 5525 | - |
-- power by group through the flow --
stage | sequential [mW] | clock, mW | combinational (mW)
4_1_cts | 0 | 0 | 0.290
5_1_grt | 0 | 0 | 0.320
6_report | 0 | 0 | 0.299
-- worst max path at each step --
stage | slack, ns | end | startpoint
global route | 4.87 | rvout[31] | rv2[4]
finish | 5.13 | rvout[31] | rv2[4]
CTS | 5.24 | rvout[31] | rv2[4]
-- synth_stat cells, types with 5 or more instances --
cell and instances:
nor2_1 202, a21oi_1 163, o21ai_0 137, nand2_1 106, ha_1 96, inv_1 92, clkbuf_1 79, a211oi_1 63
mux2i_1 44, nor3_1 36, a21o_1 27, nand3_1 27, a31oi_1 26, nand2b_1 23, o211ai_1 23, and2_1 17
buf_2 17, mux2_2 17, o22ai_1 17, buf_1 16, a221oi_1 13, nor4_1 13, a211o_1 11, nor2b_1 11
o21bai_1 11, o31ai_1 11, nand4_1 10, xnor2_1 10, a22oi_1 9, o221ai_1 9, mux4_2 8, o2111ai_1 8
o21a_1 8, or3_1 8, a21boi_0 7, o32ai_1 7, o21ai_1 6, or4_1 5
-- kinds of logic (layout without fill, tap and decap cells) --
group / count (synthesis) / count (layout) / synth area share
buffers and inverters: 209 / 229 / 0.0888
multiplexers: 69 / 69 / 0.0887
AND/OR/NAND/NOR: 473 / 473 / 0.234
adder cells (fa/ha/maj): 98 / 98 / 0.136
XOR/XNOR: 11 / 11 / 0.0105
AND-OR/OR-AND: 616 / 616 / 0.443
-- per-stage QoR --
stage | utilization | hold slack (ns) | total power, mW | setup slack [ns] | cells
2_1_floorplan | - | 6.82 | 0.183 | 6.40 | 1476
3_3_place_gp | 0.464 | 7.76 | 0.290 | 5.30 | 1776
3_5_place_dp | 0.464 | 7.74 | 0.289 | 5.25 | 1776
4_1_cts | 0.464 | 7.74 | 0.290 | 5.24 | 1776
5_1_grt | 0.464 | 7.79 | 0.320 | 4.87 | 1776
6_report | 0.464 | 7.77 | 0.299 | 5.13 | 1776
Power is estimated from default activity; no workload was simulated.
